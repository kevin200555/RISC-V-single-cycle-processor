[/design/flow/constraint.sdc]
current_design data_path

set clk_period 23.6
set clk_io_pct 0.2

create_clock -name clk0 -period $clk_period [get_ports {clk}]

set non_clock_inputs [all_inputs -no_clocks]
set_input_delay [expr $clk_period * $clk_io_pct] -clock clk0 $non_clock_inputs
set_output_delay [expr $clk_period * $clk_io_pct] -clock clk0 [all_outputs]
[/design/flow/run.sh]
#!/bin/bash
# OpenROAD 26Q1-2900-gdf79404cd8, Yosys 0.63+post, stock flow scripts
make -C /OpenROAD-flow-scripts/flow DESIGN_CONFIG=/design/flow/config.mk WORK_HOME=/design/flow/orfs finish
[/design/flow/config.mk]
export PLATFORM = sky130hd
export DESIGN_NAME = data_path
export DESIGN_NICKNAME = data_path
export VERILOG_FILES = /design/flow/design.v
export SDC_FILE = /design/flow/constraint.sdc
export NUM_CORES = 4
export LEC_CHECK = 1
export CORE_UTILIZATION = 40
[/design/flow/design.v]
`timescale 1ns / 1ps
module ALU(
    input [31:0] A_in, B_in,  
    input [3:0] ALU_Sel,  
    output [31:0] ALU_Out,  
    output reg Carry_Out,
    output Zero,  
    output reg Overflow = 1'b0  
);
reg [31:0] ALU_Result;
reg [32:0] temp;
reg [32:0] twos_com;  
assign ALU_Out = ALU_Result ;  
assign Zero = ( ALU_Result == 0);  
always @ (*)
    begin
    Overflow = 1'b0 ;
    Carry_Out = 1'b0 ;
        case(ALU_Sel)
            4'b0000:  
                ALU_Result = A_in & B_in ;
            4'b0001:  
                ALU_Result = A_in | B_in ;
            4'b0010:  
            begin
            ALU_Result = $signed ( A_in ) + $signed ( B_in );
            temp = {1'b0 , A_in } + {1'b0 , B_in };
            Carry_Out = temp [32];
            if ((A_in[31] & B_in[31] & ~ALU_Out[31]) |
            (~A_in [31] & ~B_in[31] & ALU_Out[31]))
                Overflow = 1'b1 ;
            else
                Overflow = 1'b0 ;
            end
            4'b0110 :  
            begin
            ALU_Result = $signed(A_in) - $signed(B_in );
            twos_com = ~(B_in) + 1'b1;
            if ((A_in[31] & twos_com[31] & ~ALU_Out[31]) |
            (~A_in[31] & ~twos_com[31] & ALU_Out[31]))
                Overflow = 1'b1 ;
            else
                Overflow = 1'b0 ;
            end
            4'b0111 :  
                ALU_Result = ($signed ( A_in ) < $signed ( B_in ))?32'd1 :32'd0 ;
            4'b1100 :  
                ALU_Result = ~( A_in | B_in );
            4'b1111 :  
                ALU_Result = ( A_in == B_in )?32'd1 :32'd0 ;
            default : ALU_Result = A_in + B_in ;
        endcase
    end
endmodule
`timescale 1 ns / 1 ps
module DataMem(MemRead, MemWrite, addr, write_data, read_data);
    input MemRead;  
    input MemWrite;  
    input [8:0] addr;
    input [31:0] write_data;
    output reg [31:0] read_data;
    reg [31:0] data_mem [127:0];
    always @ (*)
    begin
        if(MemRead)
            read_data = data_mem[addr[8:2]];
        else if(MemWrite)
            data_mem[addr[8:2]] = write_data;
    end
endmodule  
`timescale 1ns / 1ps
module data_path # (
    parameter PC_W = 8 ,  
    parameter INS_W = 32 ,  
    parameter RF_ADDRESS = 5 ,  
    parameter DATA_W = 32 ,  
    parameter DM_ADDRESS = 9 ,  
    parameter ALU_CC_W = 4  
    )(
    input clk,  
    input reset,  
    input reg_write,  
    input mem2reg,  
    input alu_src,  
    input mem_write,  
    input mem_read,  
    input [ ALU_CC_W -1:0] alu_cc,  
    output [6:0] opcode,  
    output [6:0] funct7,  
    output [2:0] funct3,  
    output [DATA_W-1:0] alu_result  
    );
    wire [PC_W-1:0] PC;
    wire [PC_W-1:0] PCPlus4;
    wire [INS_W-1:0] Instruction;
    wire [INS_W-1:0] Reg1;
    wire [INS_W-1:0] Reg2;
    wire [INS_W-1:0] SreB;
    wire [INS_W-1:0] ExtImm;
    wire [INS_W-1:0] DataMem_read;
    wire [INS_W-1:0] WriteBack_Data;
    wire Carry_Out;
    wire Zero;
    wire Overflow;
    assign PCPlus4 = PC + 4;
    FlipFlop FlipFlop_inst(clk, reset,PCPlus4,PC);
    InstMem InstMem_inst(PC,Instruction);
    assign opcode = Instruction[6:0];
    assign funct3 = Instruction[14:12];
    assign funct7 = Instruction[31:25];
    wire [ RF_ADDRESS -1:0] rd_rg_wrt_wire ;
    wire [ RF_ADDRESS -1:0] rd_rg_addr_wire1 ;
    wire [ RF_ADDRESS -1:0] rd_rg_addr_wire2 ;
    assign rd_rg_wrt_wire = Instruction [11:7];
    assign rd_rg_addr_wire1 = Instruction [19:15];
    assign rd_rg_addr_wire2 = Instruction [24:20];
    RegFile RegFile_inst(clk, reset, reg_write, rd_rg_wrt_wire, rd_rg_addr_wire1, rd_rg_addr_wire2, WriteBack_Data, Reg1, Reg2);
    ImmGen ImmeGen_inst(Instruction,ExtImm);
    MUX ALU_MUX_inst(Reg2,ExtImm,alu_src,SreB);
    ALU ALU_inst(Reg1,SreB,alu_cc,alu_result,Carry_Out,Zero,Overflow);
    DataMem DataMem_inst(mem_read, mem_write, alu_result[8:0], Reg2, DataMem_read);
    MUX DATAMEM_MUX_inst(alu_result,DataMem_read,mem2reg,WriteBack_Data);
endmodule  
`timescale 1ns / 1ps
module FlipFlop(clk, reset, d, q);
    input clk, reset;
    input [7:0] d;
    output reg [7:0] q;
    always @ (posedge clk)
    begin
        if(reset)
            q <= 8'b00000000;
        else 
            q <= d; 
    end
endmodule
`timescale 1ns / 1ps
module ImmGen ( InstCode , ImmOut );
input [31:0] InstCode ;
output reg [31:0] ImmOut ;
always @ ( InstCode )
begin
case ( InstCode [6:0])
    7'b0000011:
    ImmOut = {InstCode[31]? {20{1'b1}}:20'b0 , InstCode [31:20]};
    7'b0010011:
    ImmOut = {InstCode[31]? {20{1'b1}}:20'b0 , InstCode [31:20]};
    7'b0100011:
    ImmOut = {InstCode[31]? {20{1'b1 }}:20'b0 , InstCode [31:25] ,
    InstCode [11:7]};
    7'b0010111:
    ImmOut = {InstCode [31:12] , 12'b0 };
    default:
    ImmOut = {32'b0};
endcase
end
endmodule
`timescale 1ns / 1ps
module InstMem(
    input [7:0] addr,
    output [31:0] instruction
    );
    reg [31:0] memory [63:0];
    initial begin
        memory[0] = 32'h00007033;  
        memory[1] = 32'h00100093;  
        memory[2] = 32'h00200113;  
        memory[3] = 32'h00308193;  
        memory[4] = 32'h00408213;  
        memory[5] = 32'h00510293;  
        memory[6] = 32'h00610313;  
        memory[7] = 32'h00718393;  
        memory[8] = 32'h00208433;  
        memory[9] = 32'h404404b3;  
        memory[10] = 32'h00317533;  
        memory[11] = 32'h0041e5b3;  
        memory[12] = 32'h0041a633;  
        memory[13] = 32'h007346b3;  
        memory[14] = 32'h4d34f713;  
        memory[15] = 32'h8d35e793;  
        memory[16] = 32'h4d26a813;  
        memory[17] = 32'h4d244893;  
        memory[18] = 32'h02b02823;  
        memory[19] = 32'h03002603;  
    end
    assign instruction = memory[addr[7:2]];
endmodule
`timescale 1ns / 1ps
module MUX(
    input [31:0] D0,
    input [31:0] D1,
    input S,
    output reg [31:0] Y
    );
always @ (*)
    begin
        if(S == 1)
            Y = D1;
        else
            Y = D0;
    end
endmodule
`timescale 1ns / 1ps
module RegFile(
    clk, reset, rg_wrt_en,
    rg_wrt_addr,
    rg_rd_addr1,
    rg_rd_addr2,
    rg_wrt_data,
    rg_rd_data1,
    rg_rd_data2
);
input clk, reset, rg_wrt_en;
input [4:0] rg_wrt_addr;
input [4:0] rg_rd_addr1;
input [4:0] rg_rd_addr2;
input [31:0] rg_wrt_data;
output reg [31:0] rg_rd_data1;
output reg [31:0] rg_rd_data2;
reg [31:0] register [31:0]; 
integer i;
always @ (*)
begin
    if(reset == 1)
        for(i = 0; i < 32; i = i + 1)
            register[i] = 0;
    rg_rd_data1 <= register[rg_rd_addr1];
    rg_rd_data2 <= register[rg_rd_addr2];
end
always @ (posedge clk)
begin
    if(reset == 0 && rg_wrt_en == 1)
        register[rg_wrt_addr] <= rg_wrt_data;
end
endmodule
==> Slide: Implementation Results <==
Run Summary

Status
  • Status: did not finish
  • Last stage reached: synthesis (1_2_yosys)
  • Tool error message: ERROR: Found 1024 problems in 'check -assert'.

Yosys
  • Predominant post-synthesis flop cell: dlxtn_1
  • Yosys aoi share: 16.2%
  • Logic family by area: AND-OR/OR-AND gates
  • Post-synthesis cell type count: 108
  • Xor-xnor portion of the synthesized cell area: 0.0835%
  • Number of enable-type register cells in the synthesized netlist: 1024
  • Chip area estimate from yosys synthesis: 0.157 mm^2
  • Share of the synthesized area in the top cell type: 39.1%
  • Synthesized-area fraction occupied by and/or/nand/nor cells: 11.0%
  • Top cell types by occurrence after synthesis: dlxtn_1 (4096), a22oi_1 (1580), dlxtp_1 (1056)
  • Mux share of post-synthesis cell area: 0.321%
  • Async set-reset flop share out of synthesis: 0%
  • Yosys warns: 9
  • Post-synthesis register bit count: 6204
  • Dominant cells by area after synthesis: dlxtn_1 (39%), edfxtp_1 (20%), dlxtp_1 (10%), a22oi_1 (7.5%), nor2b_1 (4.1%)
  • Cell total in the yosys stat output: 13800
  • Most common cell in the netlist: dlxtn_1
  • Biggest area consumer among synthesized cells: dlxtn_1
  • Adder share: 0.868%
[logic make-up after synthesis]
group           Yosys count
xor+xnor                 15
mux                      46
other cells               2
flops                  1052
fa+ha+maj               108
compound gates         3294
simple gates           3178
latches                5152
buf+inv                 974
